===== /design/flow/design.v =====
module clockDivider (
	input clk,
	output reg clk_div
);
localparam constantNumber = 50000000;
reg [31:0] count;
always @ (posedge(clk))
begin
	if (count == constantNumber - 1)
	begin
		count <= 32'b0;
		clk_div <= ~clk_div;
	end
	else
	begin
		count <= count + 1;
		clk_div <= clk_div;
	end
end
endmodule

===== /design/flow/run.sh =====
#!/bin/bash
# OpenROAD 26Q1-2900-gdf79404cd8, Yosys 0.63+post, stock flow scripts
make -C /OpenROAD-flow-scripts/flow DESIGN_CONFIG=/design/flow/config.mk WORK_HOME=/design/flow/orfs finish

===== /design/flow/config.mk =====
export PLATFORM = sky130hd
export DESIGN_NAME = clockDivider
export DESIGN_NICKNAME = clockDivider
export VERILOG_FILES = /design/flow/design.v
export SDC_FILE = /design/flow/constraint.sdc
export NUM_CORES = 4
export LEC_CHECK = 1
export CORE_UTILIZATION = 30

===== /design/flow/constraint.sdc =====
current_design clockDivider

set clk_period 4.7
set clk_io_pct 0.2

create_clock -name clk0 -period $clk_period [get_ports {clk}]

set non_clock_inputs [all_inputs -no_clocks]
set_input_delay [expr $clk_period * $clk_io_pct] -clock clk0 $non_clock_inputs
set_output_delay [expr $clk_period * $clk_io_pct] -clock clk0 [all_outputs]

==> flow_metrics.rpt <==
=== SYNTHESIS / PLACE & ROUTE SUMMARY ===
----------------------------------------------------
[Power]
  Internal power ........................ 453 uW
  Sequential power share ........................ between 50% and 60%
  Power per standard cell area ........................ 309 mW/mm^2
  Switching Share ........................ 18.1%
  Share of power burned in the clock network ........................ 49.3%
  Share of total power in combinational logic ........................ 0%
  VDD IR-drop max ........................ between 0.1 and 0.15 mV
  Switching power ........................ 100 uW
  Leakage ........................ 0.000606 uW

[Floorplanning]
  Number of placed I/O pins ........................ 2
  Die Span X ........................ 75.2 um
  Effective utilization at floorplan ........................ 31.2%
  Core Box Area ........................ just over 0.005 mm^2
  Chip height ........................ roughly 75 um
  Area of the chip ........................ 0.00565 mm^2
  Placement row count ........................ 26

[Global route]
  Overall overflow remaining after global route ........................ 0
  GRT Resource Usage Total ........................ 12.6%
  Number of antenna violations at the first check in global routing ........................ 0
  Largest net degree at the start of global routing ........................ 15
  First-pass GRT wire length ........................ roughly 5400 um
  Vias in the first global route ........................ 1,144

[Clock network]
  Number of clock sinks ........................ 33
  Number of buffers between clock root and the deepest sink ........................ 2
  Hold-fix buffers, CTS ........................ 0
  Source-to-sink clock delay at the later pin of the worst-skew pair ........................ 0.28 ns
  Cts bufs inserted ........................ 5
  Number of H-tree levels ........................ 2
  CTS tree ........................ built
  Clock-pin transition on the worst setup and hold timing paths ........................ 0.07 ns
  CTS Root Buffer Type ........................ sky130_fd_sc_hd__clkbuf_8
  Number of setup buffers added after CTS ........................ 0
  CTS-repair resized insts ........................ 0

[Worst setup path]
  CP Max Fanout ........................ 14
  Worst setup SP type ........................ register
  Data required time at the worst endpoint ........................ 4.61 ns
  Data arrival, critical path ........................ between 2 and 2.5 ns
  Setup Crit Path Kind ........................ reg -> reg
  Critical R2R Launch ........................ count[0]$_SDFF_PN0_
  Critical path launch point ........................ count[0]$_SDFF_PN0_
  Worst Setup End Kind ........................ register

[Synthesis]
  Synth Flop Type ........................ sky130_fd_sc_hd__dfxtp_1
  Most frequent cell after synthesis ........................ sky130_fd_sc_hd__dfxtp_1
  Yosys stat area ........................ 0.00161 mm^2
  Post-synthesis share of cell area spent on and, or, nand and nor gates ........................ 36.9%
  Most used standard cells in the synthesized netlist ........................ sky130_fd_sc_hd__dfxtp_1 (32), sky130_fd_sc_hd__xnor2_1 (17), sky130_fd_sc_hd__nand4_1 (12)
  Fraction of registers with async set or reset after synthesis ........................ 0%
  Cell type with the largest total area ........................ sky130_fd_sc_hd__dfxtp_1
  Post-Synthesis Mean Instance Area ........................ 9.33 um^2
  Post-Syn Area ........................ 0.00161 mm^2
  Post-synthesis mux area share ........................ 0.624%
  Number of synthesized register bits ........................ 33
  Area fraction in full adders, half adders and majority gates ........................ 0.779%
  Top logic family ........................ simple AND/OR/NAND/NOR gates
  Biggest area cells ........................ sky130_fd_sc_hd__dfxtp_1 (40%), sky130_fd_sc_hd__xnor2_1 (9.3%), sky130_fd_sc_hd__nand4_1 (4.7%), sky130_fd_sc_hd__and4_1 (3.3%), sky130_fd_sc_hd__nand3_1 (3.1%)
  Xor+xnor area frac ........................ 12.0%
  Yosys Instances ........................ approximately 170
  Area fraction in compound gates after synthesis ........................ 5.38%
  Synth top area share ........................ 39.9%
  Number of distinct library cells after synthesis ........................ 36
  Count of warnings emitted by yosys ........................ 1
  Post-synth seq share ........................ between 40% and 50%
  Syn Inst Count ........................ around 170
  Number of enable-type register cells in the synthesized netlist ........................ 1

[STA]
  Worst Tran Pin Value ........................ 0.873 ns
  Slew Limit Headroom ........................ 41.5%
  PnR worst setup slack ........................ 2.55 ns
  Achievable clock frequency ........................ roughly 470 MHz
  Number of setup violations in the final report ........................ 0
  Unrepaired setup endpoints after global routing ........................ false
  Final worst clock skew ........................ 0.00823 ns
  Count of endpoints failing hold in the final timing report ........................ 0
  Final total negative setup slack ........................ 0 ns
  Final Cycle Share ........................ 45.7%
  Slew Limit Fails ........................ 0
  Final critical path time including I/O delays and setup ........................ roughly 2.1 ns

[Job]
  Total number of warnings across the stage logs ........................ 25
  Max-cap check violation count ........................ 0

[Placed design]
  Cell count after placement ........................ 237
  Pre-CTS setup slack ........................ 2.53 ns
  Placed cell areas ........................ approximately 0.0017 mm^2
  Final GP Congestion ........................ 0.798
  HPWL Detailed ........................ around 2300 um
  I/O Buffers ........................ 1

[Detailed routing]
  Antenna viol nets, final ........................ 0
  Detailed Route WL ........................ 3130 um
  Count of vias placed by the detailed router ........................ 1,236
  Detailed-route vias per instance ........................ 5.04
  Number of detailed-routing iterations run before antenna repair ........................ 4
  Wire length per cell ........................ 12.8 um
  Total DRC errors in the routed layout ........................ 0
  Violation count after the first detailed-route iteration ........................ 63
  Total inserted antenna cells ........................ 0

[Status]
  Result of the run ........................ completed

[Layout]
  Fill cell count ........................ approximately 560
  Fraction of final layout cells with drive strength greater than 1 ........................ 9.14%
  Design Area, Final ........................ 0.00179 mm^2
  Layout area overhead ........................ 11.5%
  Post-layout instance count excluding filler cells ........................ ~250

[Min path]
  Worst hold path startpoint ........................ count[0]$_SDFF_PN0_
  Worst hold-check path type ........................ reg -> reg

----------------------------------------------------
## per-layer routing
layer / GRT usage [%] / share of wire [%] / vias up
li1: - / - / 647
met1: 19.5 / 51 / 569
met2: 18.9 / 44 / 15
met3: 2.44 / 3.6 / 5
met4: 2.06 / 1.4 / 0
met5: 0 / 0 / -
## state kept, by name (all words and copies together) (netlist names)
| register | flops |
|---|---|
| clk_div | 1 |
| count | 32 |
## through the flow
step / power [uW] / hold WS (ns) / util, %
6_report: 553 / 0.461 / 34.8
2_1_floorplan: 287 / 0.430 / -
3_3_place_gp: 287 / 0.447 / 32.5
3_5_place_dp: 287 / 0.453 / 32.5
4_1_cts: 562 / 0.469 / 34.8
5_1_grt: 577 / 0.483 / 34.8
## placed cells by master, fill, tap and decap left out, drive strengths merged
cell type      netlist  final
dfxtp               32     32
xnor2               17     17
nand4               14     14
nand3               11     11
nand2               10     10
nor2                10     10
nor3                 9      9
and3                 7      7
and4                 7      7
a21oi                6      6
clkbuf               0      6
nor4                 6      6
o21ai                5      5
xor2                 5      5
and2                 4      4
nor4b                3      3
or4                  3      3
or3                  3      3
inv                  2      2
o31ai                2      2
nand4b               2      2
mux2i                1      1
nand2b               1      1
nor3b                1      1
nor2b                1      1
o32ai                1      1
o21bai               1      1
ha                   1      1
edfxtp               1      1
clkinvlp             0      1
bufinv               0      1
clkdlybuf4s50        0      1
## kinds of logic (layout without fill, tap and decap cells)
family	Yosys count	after routing
multiplexers	1	1
AND/OR/NAND/NOR	92	92
AND-OR/OR-AND	15	15
buffers and inverters	8	11
flip-flops	33	33
adder cells (fa/ha/maj)	1	1
XOR/XNOR	22	22
## power by group through the flow
stage | clock network [uW] | logic [uW] | registers [uW]
CTS | 281 | 0.000279 | 281
global route | 296 | 0.000279 | 280
finish | 272 | 0.000279 | 281
## path summary, 6_finish.rpt
path | to | slack, ns | cells past startpoint
max | clk_div$_DFFE_PN_ | 2.55 | 4
min | count[0]$_SDFF_PN0_ | 0.46 | 1
max reg2reg | clk_div$_DFFE_PN_ | 2.55 | 4
min reg2reg | count[0]$_SDFF_PN0_ | 0.46 | 1
## final cells by class
cell class,instances,area (um^2),share of cell area (%)
repair buffers,1,10.0,0.559
flip-flops and latches,33,671,37.5
clock buffers,6,82.6,4.61
well taps,70,87.6,4.89
multi-input cells,131,895,50.0
clock inverters,2,37.5,2.10
inverters,2,7.51,0.419
## worst max-delay path: stages (launching register included)
cell and delay [ns]:
sky130_fd_sc_hd__dfxtp_1 0.37, sky130_fd_sc_hd__ha_1 0.23, sky130_fd_sc_hd__and4_1 0.32, sky130_fd_sc_hd__nand4_1 0.16
sky130_fd_sc_hd__nor3_2 0.69
Power and IR drop assume default switching activity.
