==> design/flow/design.v <==
module PushButton_Debouncer(
    input clk,
    input PB,   
    output reg PB_state,   
    output PB_down,   
    output PB_up    
);
reg PB_sync_0;  always @(posedge clk) PB_sync_0 <= ~PB;   
reg PB_sync_1;  always @(posedge clk) PB_sync_1 <= PB_sync_0;
reg [15:0] PB_cnt;
wire PB_idle = (PB_state==PB_sync_1);
wire PB_cnt_max = &PB_cnt;	 
always @(posedge clk)
if(PB_idle)
    PB_cnt <= 0;   
else
begin
    PB_cnt <= PB_cnt + 16'd1;   
    if(PB_cnt_max) PB_state <= ~PB_state;   
end
assign PB_down = ~PB_idle & PB_cnt_max & ~PB_state;
assign PB_up   = ~PB_idle & PB_cnt_max &  PB_state;
endmodule
`timescale 1ns / 1ps
module hvsync(clk, reset, data_enable, hsync, vsync, hpos, vpos);
input clk;
input reset;
output data_enable;
output reg hsync;
output reg vsync;
output reg [11:0] hpos;
output reg [11:0] vpos;
parameter HDISPLAY = 800;
parameter HFRONT = 210;
parameter HSPULSE = 23;
parameter HTOTAL = 1056;
parameter HBACK = HTOTAL - HDISPLAY - HFRONT - HSPULSE;  
parameter VDISPLAY = 480;
parameter VBOTTOM = 22;
parameter VSPULSE = 5;
parameter VTOTAL = 525;
parameter VTOP =  VTOTAL - VSPULSE - VBOTTOM - VDISPLAY;  
parameter HA_END = HDISPLAY - 1;
parameter HS_STA = HA_END + HFRONT;  
parameter HS_END = HS_STA + HSPULSE;  
parameter LINE = HTOTAL - 1;
parameter VA_END = VDISPLAY - 1;
parameter VS_STA = VA_END + VBOTTOM;  
parameter VS_END = VS_STA + VSPULSE;  
parameter SCREEN = VTOTAL - 1; 
always @(posedge clk)
begin
	hsync <= (hpos>= HS_STA && hpos< HS_END) ? 0 : 1;
	vsync <= (vpos>= VS_STA && vpos< VS_END) ? 0 : 1;
if(hpos >= LINE)
begin
	hpos<= 12'd0;
	vpos<= (vpos == SCREEN) ? 12'd0 : vpos + 12'd1;
end
else 
begin
	hpos <= hpos + 12'd1;
end
if(reset) begin
	hpos <= 12'd0;
	vpos <= 12'd0;
end
end
	assign data_enable = (hpos<= HA_END && vpos<= VA_END) ? 1 : 0;
endmodule
module parabola(GPIO_0, clk, reset, MTL2_DCLK, MTL2_R, MTL2_G, MTL2_B, MTL2_HSD, MTL2_VSD);
input [35:0] GPIO_0;
input clk;
input reset;
output MTL2_DCLK;
output [7:0] MTL2_R;
output [7:0] MTL2_G;
output [7:0] MTL2_B;
output MTL2_HSD;
output MTL2_VSD;
reg [7:0] red, green, blue;
wire res=~reset;
wire display_on;
wire [11:0] hpos;
wire [11:0] vpos;
reg clk25 = 0;
always @(posedge clk)
clk25<=~clk25;
hvsync test(
	.clk(clk25),
	.reset(0),
	.data_enable(display_on),
	.hsync(MTL2_HSD),
	.vsync(MTL2_VSD),
	.hpos(hpos),
	.vpos(vpos)
);
integer x;
integer y;
reg [11:0] yDistance;
reg [11:0] t; 
initial t = 250;
reg graph;
initial graph = 0;
wire pressed [35:0];
genvar gen;
generate
   for (gen = 0; gen < 36; gen = gen + 1) begin : gen_loop
      PushButton_Debouncer dber(
	.clk(clk25),
	.PB(GPIO_0[gen]),
	.PB_up(pressed[gen])
);
   end
endgenerate
integer shiftX = 400;
integer shiftY = 240;
integer degree = 0;
integer curCoef = 0;
integer sign = 1;
integer i;
integer graphX [800:0];
integer graphY [800:0];
initial begin
	for (i = 0; i < 800; i=i+1) begin 
		graphX[i] = i-shiftX;
	end
	for (i = 0; i < 800; i=i+1) begin 
		graphY[i] = (i-shiftX)*(i-shiftX);
	end
end
always @(posedge clk25) begin
	x <= hpos - shiftX;
	y <= shiftY - vpos;
	red <= 8'hcc;
	green <= 8'hcc;
	blue <= 8'hcc;
	if (pressed[1]) begin
		graph = ~graph;
	end
	if (graph) begin
		if (pressed[2])
			shiftX = shiftX + 10;
		if (pressed[3])
			shiftX = shiftX - 10;	
		if ((x === 0 || y === 0) && display_on) begin
			red <= 8'h00;
			green <= 8'h00;
			blue <= 8'h00;
		end
		if ((y >= x*x && (x+1)*(x+1) >= y)
		||	 ((x)*(x) >= y && y >= (x+1)*(x+1))) begin
			red <= 8'h00;
			green <= 8'hcc;
			blue <= 8'hcc;
		end
	end
	else begin
		if (pressed[2] && curCoef > 0) begin
			curCoef <= curCoef - 1;
		end
		if (pressed[3] && curCoef < 4) begin
			curCoef <= curCoef + 1;
		end
		else if (hpos < t) begin
			red <= 8'h00;
			green <= 8'hcc;
			blue <= 8'h00;
		end
		else begin
			red <= 8'hcc;
			green <= 8'hcc;
			blue <= 8'hcc;
		end
		for (i = 0; i < 5; i=i+1) begin
			if(hpos >= 20 + i*30 && vpos >= 20 &&
				40 + i*30 >= hpos && 50 >= vpos &&display_on) begin
				red <= 8'h00;
				green <= 8'h00;
				blue <= 8'h00;
			end
		end
		if (pressed[0])
			sign <= sign * (-1);
		if(hpos >= 20 + curCoef*30 && vpos >= 20 &&
			40 + curCoef*30 >= hpos && 50 >= vpos &&display_on) begin
			if (sign > 0) begin
				red <= 8'hcc;
				green <= 8'h00;
				blue <= 8'h00;
			end
			else if (sign < 0)begin
				red <= 8'h00;
				green <= 8'h00;
				blue <= 8'hcc;
			end
		end
	end
end
assign MTL2_DCLK=clk25;
assign MTL2_R=red;
assign MTL2_G=green;
assign MTL2_B=blue;
endmodule
==> design/flow/run.sh <==
#!/bin/bash
# OpenROAD 26Q1-2900-gdf79404cd8, Yosys 0.63+post, stock flow scripts
make -C /OpenROAD-flow-scripts/flow DESIGN_CONFIG=/design/flow/config.mk WORK_HOME=/design/flow/orfs finish
==> design/flow/config.mk <==
export PLATFORM = sky130hd
export DESIGN_NAME = parabola
export DESIGN_NICKNAME = parabola
export VERILOG_FILES = /design/flow/design.v
export SDC_FILE = /design/flow/constraint.sdc
export NUM_CORES = 4
export LEC_CHECK = 1
export CORE_UTILIZATION = 50
==> design/flow/constraint.sdc <==
current_design parabola

set clk_period 4.9
set clk_io_pct 0.2

create_clock -name clk0 -period $clk_period [get_ports {clk}]

set non_clock_inputs [all_inputs -no_clocks]
set_input_delay [expr $clk_period * $clk_io_pct] -clock clk0 $non_clock_inputs
set_output_delay [expr $clk_period * $clk_io_pct] -clock clk0 [all_outputs]
==> flow_metrics.py <==
# Auto-generated metrics
metrics = {
    "placed_design": {
        "place_congestion": 0.920,
        "io_buffers": 19,
        "dp_hpwl_um": 84300,
    },
    "final_timing": {
        "untimed_endpoints": 308,
        "hold_viol": 0,
        "setup_viol": 0,
        "finalCritPeriodShare_pct": 42.3,
        "slew_headroom_pct": 37.9,
        "slew_viol_final": 0,
        "fmax_mhz": 482,
        "period_needed_ns": 2.08,
        "tns_ns": 0,
        "fin_hold_ws_ns": 0.557,
        "finClkSkew_ns": 0,
        "tightestPinTransition_ns": 0.924,
        "unclocked_pins": 215,
        "grt_setup_unrepaired": "no",
    },
    "job": {
        "warning_count": 108,
        "drv_cap": 0,
    },
    "detailed_routing": {
        "drtIter0Drc": 1514,
        "vias": 31900,
        "postRouteAntennaNets": 0,
        "drc": 0,
        "first_pass_iters": 5,
        "viasPerCell": 5.17,
        "wl_per_cell_um": 16.4,
        "antenna_cells": 0,
        "routed_wl_um": 101000,
    },
    "cells_and_area": {
        "layout_top_cell": "inv_1",
        "layout_top_cells": "1123 x inv_1, 798 x fa_1, 478 x ha_1",
        "area_growth_pct": 3.18,
        "final_core_util_pct": 52.2,
        "layout-drive-gt1-share_pct": 2.56,
    },
    "grt": {
        "gr-usage-met3_pct": 6.01,
        "grtUsageMet2_pct": 37.9,
        "track_usage_pct": 24.7,
        "grt-ovfl-total": 0,
        "grt-busiest-layer": "met1",
        "grt_start_max_net_pins": 93,
        "grt_pass1_wl_um": 172000,
        "grt_pass1_vias": 33000,
        "antenna_found_initial": 0,
        "use_met1_pct": 39.2,
    },
    "die": {
        "chipArea_um2": 92500,
        "die_width_um": 304,
        "fp_util_pct": 50.6,
        "fp.dieH_um": 304,
        "coreArea_um2": 90300,
        "ios": 65,
        "rows": 110,
    },
    "setup_path": {
        "path_class": "flop to output pin",
        "critPathMaxStageDelay_ns": 0.55,
        "worst-path-buf-inv": 1,
        "cp_slowest_cell": "dfxtp_4",
        "cp-start-kind": "flop",
        "cp_top_family": "flip-flops",
        "worstPathArrival_ns": 1.10,
        "cp.required_ns": 3.92,
        "cp_cell_sequence": "clkdlybuf4s50_1",
        "crit_fanout": 42,
        "end_kind": "output pin",
    },
    "logic_synthesis": {
        "ys_async_sr_fraction_pct": 0,
        "netlist_area_um2": 45700,
        "ff_type": "dfxtp_1",
        "fa_ha_area_share_pct": 48.1,
        "yosys.cell_types.count": 103,
        "aoi_share_pct": 6.95,
        "ys_top_logic_family": "adder cells",
        "ys_sh_xor_pct": 7.05,
        "edf_count": 80,
        "ys_chip_area_um2": 45700,
        "avgSynthCellArea_um2": 9.02,
        "ys_seq_elements": 216,
        "yosys-mux-area-fraction_pct": 0.378,
        "postSynthSeqShare_pct": 11.2,
        "ys_cells": 5061,
        "syn_inst": 5061,
        "ys_sh_simple_pct": 15.3,
        "ys_warn_count": 4,
    },
    "clock_tree": {
        "path_clk_slew_ns": 0,
        "cts_resized": 0,
        "clk_latency_ns": 0,
        "post_cts_buffers": 0,
        "hold_buffers": 0,
    },
    "hold_path": {
        "hold_class": "flop to flop",
    },
    "run_status": {
        "status": "complete, no violations",
    },
    "power_and_ir_drop": {
        "p_leak_nw": 23.6,
        "p_per_area_nw_per_um2": 0.327,
        "ir_drop_mv": 0.00759,
    },
}
[per-layer routing]
metal / part of all wire [%] / vias to the layer above
met5: 0 / -
met4: 1.3 / 0
met3: 6.9 / 67
met2: 47 / 778
met1: 45 / 15400
li1: - / 15700
[state kept, by name (all words and copies together), names as in the netlist, 12 cells and up]
signal	cells
test.hpos	12
gen_loop.dber.PB_cnt	64
curCoef	32
x	32
y	13
test.vpos	12
shiftX	31
[cells in the mapped netlist (7+ instances only)]
master / count / area share (%)
inv_1: 1123 / 9.2
fa_1: 798 / 35
ha_1: 478 / 13
nor2_1: 375 / 3.1
nand2_1: 352 / 2.9
xnor2_1: 243 / 4.7
and2_1: 143 / 2.0
dfxtp_1: 136 / 6.0
xor2_1: 121 / 2.3
a21oi_1: 119 / 1.3
clkbuf_1: 111 / 0.91
o21ai_0: 104 / 1.1
nand3_1: 103 / 1.1
edfxtp_1: 80 / 5.3
nor3_1: 74 / 0.81
nor2b_1: 59 / 0.81
nand4_1: 57 / 0.78
a21o_1: 54 / 0.89
and3_1: 49 / 0.67
nor4_1: 41 / 0.56
or3_1: 34 / 0.47
nand2b_1: 32 / 0.44
a211oi_1: 29 / 0.48
a31oi_1: 27 / 0.37
o21a_1: 23 / 0.38
or2_2: 22 / 0.30
buf_4: 21 / 0.35
mux2i_1: 15 / 0.33
a21boi_0: 12 / 0.20
a211o_1: 11 / 0.21
nor3b_1: 10 / 0.16
o211ai_1: 10 / 0.16
buf_1: 9 / 0.074
buf_2: 9 / 0.099
o31ai_1: 9 / 0.15
and4_1: 8 / 0.15
o211a_1: 7 / 0.15
[stage by stage]
stage | total power (W) | cell area [um2] | std cells | setup WS, ns
after CTS | 0.0000158 | 47100 | 6171 | 2.78
after global placement | 0.0000159 | 47100 | 6171 | 2.80
after detailed placement | 0.0000158 | 47100 | 6171 | 2.78
after floorplan | 0.0000184 | 45700 | 5074 | 1.06
after global routing | 0.0000169 | 47100 | 6171 | 2.73
final | 0.0000154 | 47100 | 6171 | 2.82
[area by class of cell]
cell class / instances / area, um2
Fill cell: 8447 / 43200
Multi-Input combinational cell: 3567 / 35600
Sequential cell: 216 / 5130
Inverter: 1131 / 4250
Tap cell: 1176 / 1470
Timing Repair Buffer: 81 / 656
[cells by family (layout without fill, tap and decap cells)]
kind of cell	after synthesis	after routing
buffers and inverters	1291	1212
AOI/OAI and AO/OA	484	484
other	1	14
adders and majority gates	1276	1276
muxes	17	17
and+or+nand+nor	1410	1410
xor gates and xnor gates	366	366
DFF	216	216
[where the power goes]
group	total [W]	internal, W	switching, W
registers	0.00000801	0.00000801	0
clock network	0	0	0
logic	0.00000742	0.00000440	0.00000300
total	0.0000154	0.0000124	0.00000300
[worst paths after layout]
kind                            cells after the start  slack (ns)             to          start
worst max-delay path                                1        2.82      MTL2_DCLK  clk25$_DFF_P_
worst min-delay path                                1        0.56  clk25$_DFF_P_  clk25$_DFF_P_
worst max register to register                      1        4.15  clk25$_DFF_P_  clk25$_DFF_P_
worst min register to register                      1        0.56  clk25$_DFF_P_  clk25$_DFF_P_
Power is estimated from default activity; no workload was simulated.
